File: flow/config.mk
export PLATFORM = sky130hd
export DESIGN_NAME = serial_transmitter
export DESIGN_NICKNAME = serial_transmitter
export VERILOG_FILES = /design/flow/design.v
export SDC_FILE = /design/flow/constraint.sdc
export NUM_CORES = 4
export LEC_CHECK = 1
export CORE_AREA = 10 10 85 85
export DIE_AREA = 0 0 95 95
File: flow/constraint.sdc
current_design serial_transmitter

set clk_period 2.9
set clk_io_pct 0.2

create_clock -name clk0 -period $clk_period [get_ports {clk}]

set non_clock_inputs [all_inputs -no_clocks]
set_input_delay [expr $clk_period * $clk_io_pct] -clock clk0 $non_clock_inputs
set_output_delay [expr $clk_period * $clk_io_pct] -clock clk0 [all_outputs]
File: flow/design.v
module serial_transmitter (
    input wire clk,
    input wire rst_n,
    input wire start,
    input wire [7:0] data_in,
    output reg serial_out,
    output reg busy,
    output reg done
);
    localparam IDLE  = 2'b00,
               START = 2'b01,
               DATA  = 2'b10,
               DONE  = 2'b11;
    reg [1:0] state, next_state;
    reg [7:0] shift_reg;
    reg [2:0] bit_count;
    always @(posedge clk or negedge rst_n) begin
        if (!rst_n)
            state <= IDLE;
        else
            state <= next_state;
    end
    always @(*) begin
        next_state = state;
        case (state)
            IDLE:  if (start) next_state = START;
            START: next_state = DATA;
            DATA:  if (bit_count == 3'b111) next_state = DONE;
            DONE:  next_state = IDLE;
            default: next_state = IDLE;
        endcase
    end
    always @(posedge clk or negedge rst_n) begin
        if (!rst_n) begin
            serial_out <= 1'b1;
            busy <= 1'b0;
            done <= 1'b0;
            bit_count <= 3'b000;
            shift_reg <= 8'h00;
        end else begin
            case (state)
                IDLE: begin
                    busy <= 1'b0;
                    if (start) begin
                        shift_reg <= data_in;
                        busy <= 1'b1;
                    end
                end
                START: begin
                    serial_out <= 1'b0;  
                    busy <= 1'b1;
                end
                DATA: begin
                    serial_out <= shift_reg[0];
                    shift_reg <= shift_reg >> 1;
                    bit_count <= bit_count + 1;
                end
                DONE: begin
                    serial_out <= 1'b1;
                    done <= 1'b1;
                    busy <= 1'b0;
                end
            endcase
        end
    end
endmodule
File: flow/run.sh
#!/bin/bash
# OpenROAD 26Q1-2900-gdf79404cd8, Yosys 0.63+post, stock flow scripts
make -C /OpenROAD-flow-scripts/flow DESIGN_CONFIG=/design/flow/config.mk WORK_HOME=/design/flow/orfs finish
==> Changelog: implementation <==
### Metrics

- Status: finished, final reports clean
- Syn Area/Cell: 12.95 µm²
- Ports: 14
- Yosys Instances: 65
- First-pass GRT wire length: 2.980 mm
- Port-buffer cells: 13
- Final hold viol count: 0
- Clock transition at the registers of the reported paths: 0.06 ns
- Delay-heaviest family, CP: flip-flops
- WL final: 1.711 mm
- Critical Path Start Type: flip-flop
- Data arrival, critical path: 1.24 ns
- Total of max-cap violations: 0
- Fin crit share: 62.75%
- Fillers: 587
- Storage cell area: 452.9 µm²
- Final setup fails: 0
- Via density: 3.792
- Most instantiated logic cell after routing: dfrtp_1
- Floorplan core area: 5473 µm²
- Number of global-route vias before repair: 605
- Std-Cell Rows: 27
- Layout Area Growth over Synthesis: 28.08%
- Slowest stage delay, CP: 0.53 ns
- Cell Chain, Critical Path: clkdlybuf4s50_1
- Log Warnings: 25
- CP bufs+invs: 1
- Slowest-stage cell, CP: dfstp_2
- Crit. End Element: output pin
- Grt ovf: 0
- Hpwl dp: 1.237 mm
- Clk buf depth: 2
- Post-CTS Setup Bufs: 0
- Post-Synthesis Cell Area: 842.1 µm²
- DRC: 0
- Largest net degree at the start of global routing: 24
- Power, Total: 0.4364 mW
- Vertical die size: 95 µm
- Tmin final: 1.820 ns
- Die X: 95 µm
- CTS tree: done
- Via count: 565
- Crit Path Max Fanout: 2
- Peak VDD IR: 0.1362 mV
- Cts hold-fix bufs: 0
- Max-slew violations: 0
- Number of antenna violations at the first check in global routing: 0
- Routability Congestion: 0.7208
- WL/cell: 11.48 µm
- ANT cells: 0
- Clock Tree Root: clkbuf_8
- Achievable Freq: 0.5495 GHz
- Worst-Skew Late Latency: 0.24 ns
- PD cells: 404.6 nW/µm²
- Cts repair resizes: 0
- Yosys stat area: 842.1 µm²
- Layout cells sized above 1: 12.99%
- Skew final: 0.001886 ns
- Num CTS Buffers: 3
- Chip area: 9025 µm²
- Setup TNS: 0 ns
- H-tree levels: 1
- Post-Syn Instances: 65
- Yosys cell types: 28
- Register bit total from synthesis: 18
- Clk sinks: 18
- Synth Seq Share: 53.79%
- Slew headroom: 48.51%
- TritonRoute pass-1 iters: 4
- Dominant logic cell types in the final layout: dfrtp_1 (16), clkdlybuf4s50_1 (13), o22a_1 (6), o221a_1 (6), nand3b_1 (5)
- RSZ-0062 raised after global routing: false
- DP Worst Slack: 0.9659 ns
- Initial DRC count: 63
- Crit path kind: flip-flop to output pin
- Pleak: 0.4772 nW
- Final WS setup: 1.080 ns
- Max FFs per register: 8
- Warnings, synthesis: 1
- Worst Max-Slew Pin Slew: 0.7699 ns
- Min-delay worst type: flip-flop to flip-flop
- All-Layer GR Usage: 4.049%
- Critical Path RT: 2.32 ns
- Starting Density: 15.39%
- Multi-input gate area: 352.8 µm²
- Final ANT Viol Nets: 0
synth_stat cells:
cell type   n  area share (%)
o21ai_2     1             1.0
o22ai_2     1             1.5
o21a_1      1            0.89
o221a_1     6             8.0
nand2_2     1            0.74
dfrtp_1    16              48
a211o_1     1             1.0
mux2i_1     1             1.2
nor3b_1     1            0.89
xor2_1      1             1.0
and2_1      1            0.74
nand3_1     2             1.2
or2_2       1            0.74
nor2_1      1            0.45
and3_1      1            0.74
o21bai_1    1            0.89
a221o_1     1             1.2
a21o_1      1            0.89
o22a_1      6             6.2
nand3b_1    5             4.5
inv_1       3             1.3
buf_4       2             1.8
dfstp_2     2             6.2
nand2b_4    1             1.6
nand2b_1    1            0.74
buf_2       2             1.2
mux2_1      2             2.7
ha_1        2             3.0
cells by family after synthesis:
logic type	after synthesis	synth area share (%)
xor+xnor	1	1.040
flops	18	53.79
buf+inv	7	4.308
compound gates	19	21.69
fa+ha+maj	2	2.971
mux	3	3.863
simple gates	15	12.34
stage by stage:
stage	utilization [%]	area (µm²)	hold slack, ns	instances
finish	19.71	1079	0.4708	149
global route	19.71	1079	0.4961	149
CTS	19.71	1079	0.4783	149
detailed placement	18.95	1037	0.4584	146
global placement	18.95	1037	0.4523	146
floorplan	-	842.1	0.2844	65
path summary, 6_finish.rpt:
check / from / endpoint / slack [ns] / cells after the start
max in group asynchronous: rst_n / state[1] / 1.63 / 1
min in group asynchronous: rst_n / bit_count[2] / 0.79 / 1
worst min register to register: done / done / 0.47 / 1
worst min-delay path: done / done / 0.47 / 1
worst max-delay path: serial_out / serial_out / 1.08 / 1
worst max register to register: state[0] / shift_reg[1] / 1.40 / 3
area by class of cell:
class,count,share of cell area [%]
flip-flops and latches,18,42.00
multi-input cells,40,32.71
repair buffers,13,12.07
well taps,72,8.353
clock buffers,3,3.828
inverters,3,1.044
power by group:
group	switching, mW	internal [mW]	total [mW]
sequential	0	0.251	0.251
combinational	0.00705	0.0129	0.0200
clock	0.0732	0.0919	0.165
total	0.0802	0.356	0.436
layer usage:
| metal | share of wire (%) | wire [µm] | GRT usage [%] |
|---|---|---|---|
| met1 | 47 | 799 | 5.437 |
| met2 | 47 | 805 | 6.121 |
| met3 | 5.1 | 87 | 1.603 |
| met4 | 1.1 | 19 | 0.7481 |
| met5 | 0 | 0 | 0 |
Power figures rest on the tool's default switching activity, not on a simulated workload.
