File: design/flow/design.v
module fifo (
    input  wire        clock,
    input  wire        resetn,
    input  wire        write_enb,
    input  wire        read_enb,
    input  wire [7:0]  data_in,
    output reg  [7:0]  data_out,
    output reg         full,
    output reg         empty
);
    parameter DEPTH = 4;
    parameter ADDR_WIDTH = 2;  
    reg [7:0] mem [0:DEPTH-1];
    reg [ADDR_WIDTH:0] wr_ptr, rd_ptr;   
    wire full_next  = (wr_ptr[ADDR_WIDTH-1:0] == rd_ptr[ADDR_WIDTH-1:0]);
    wire empty_next = (wr_ptr == rd_ptr);
    always @(posedge clock or negedge resetn) begin
        if (!resetn) begin
            wr_ptr   <= 0;
            rd_ptr   <= 0;
            full     <= 1'b0;
            empty    <= 1'b1;
            data_out <= 8'h00;
        end else begin
            if (write_enb)
                mem[wr_ptr[ADDR_WIDTH-1:0]] <= data_in;
            if (read_enb)
                data_out <= mem[rd_ptr[ADDR_WIDTH-1:0]];
            if (write_enb)
                wr_ptr <= wr_ptr + 1;
            if (read_enb)
                rd_ptr <= rd_ptr + 1;
            full  <= full_next;
            empty <= empty_next;
        end
    end
endmodule
File: design/flow/config.mk
export PLATFORM = sky130hd
export DESIGN_NAME = fifo
export DESIGN_NICKNAME = fifo
export VERILOG_FILES = /design/flow/design.v
export SDC_FILE = /design/flow/constraint.sdc
export NUM_CORES = 4
export LEC_CHECK = 1
export CORE_AREA = 10 10 113 113
export DIE_AREA = 0 0 123 123
File: design/flow/constraint.sdc
current_design fifo

set clk_period 2.2
set clk_io_pct 0.2

create_clock -name clk0 -period $clk_period [get_ports {clock}]

set non_clock_inputs [all_inputs -no_clocks]
set_input_delay [expr $clk_period * $clk_io_pct] -clock clk0 $non_clock_inputs
set_output_delay [expr $clk_period * $clk_io_pct] -clock clk0 [all_outputs]
File: design/flow/run.sh
#!/bin/bash
# OpenROAD 26Q1-2900-gdf79404cd8, Yosys 0.63+post, stock flow scripts
make -C /OpenROAD-flow-scripts/flow DESIGN_CONFIG=/design/flow/config.mk WORK_HOME=/design/flow/orfs finish
==> flow_metrics.tcl <==
# metrics dict for downstream scripts
set metrics [dict create \
    layout-drive-gt1-share_pct 8.61 \
    grt_pass1_wl_um 5730 \
    gr-usage-met3_pct 1.85 \
    first_iter_violations 77 \
    crit_type "reg -> out" \
    yosysWarningCount 2 \
    drt-total-wl_um 3730 \
    grt_setup_unrepaired "false" \
    grt_pass1_vias 1113 \
    synth_flops 48 \
    viasPerCell 3.70 \
    die_x_um 123 \
    rows 37 \
    busiest_layer "met2" \
    clkSinkCount 48 \
    final_util_pct 23.0 \
    yosys-stat-area_um2 1910 \
    crit_slowest_cell "dfstp_2" \
    ctsResizeCount 0 \
    arrival_ns 1.26 \
    crit_buf_inv 1 \
    period_needed_ns 1.70 \
    n_antenna_cell 0 \
    worstMarginPinSlew_ns 0.420 \
    skew_ns 0.00550 \
    holdCritPathClass "reg -> reg" \
    relSlewSlack_pct 72.0 \
    post-place-ws_ns 0.333 \
    cts_made_buffers 5 \
    track_usage_pct 4.91 \
    io_pins 22 \
    cts-htree-levels 2 \
    path_cells "clkdlybuf4s50_1" \
    detail_route.wl_per_cell_um 13.0 \
    maxCapViolCount 0 \
    cts_root_buf "clkbuf_8" \
    syn_to_final_growth_pct 24.0 \
    drc 0 \
    met1_usage_pct 6.21 \
    required_ns 1.76 \
    syn_inst 127 \
    finalHoldViolCount 0 \
    fp-utilization_pct 18.5 \
    dpl.hpwl_um 2760 \
    postSynthAreaPerCell_um2 15.0 \
    worst_slack_ns 0.500 \
    setup_tns_ns 0 \
    critPathMaxFanout 1 \
    slew_viol_final 0 \
    power_density_nw_per_um2 1150 \
    setup_viol 0 \
    drt_pre_antenna_iters 4 \
    place_congestion 0.782 \
    max_freq_mhz 588 \
    cp-startpoint "empty" \
    hold_slack_ns 0.489 \
    outcome "finished clean" \
    holdCritStartpoint "wr_ptr[2]" \
    clk_pin_slew_ns 0.09 \
    yosysUniqueCellTypes 22 \
    antenna_left 0 \
    p_leak_uw 0.000834 \
    ys_seq_share_pct 71.3 \
    finalNonFillerCells 287 \
    clock_latency_ns 0.30 \
    grt_overflow 0 \
    n_fill_cell 1050 \
    antenna_found_initial 0 \
    ir_drop_mv 0.407 \
    tool_warnings 31 \
    postCtsSetupBuffers 0 \
    die_h_um 123 \
    cpLargestDelayFamily "flip-flops" \
    fin_crit_sh_pct 77.3 \
    cts_max_path_buffers 2 \
    max_stage_delay_ns 0.52 \
    die_area_um2 15100 \
    syn_area_um2 1910 \
    use_met2_pct 8.03 \
    ys_cells 127 \
    cp-end-kind "primary output" \
    via_count 1061 \
    design.core.area_um2 10300 \
    port_buffers 21 \
    grt_max_degree 17 \
    holdBufCountCts 0 \
    regToRegStartpoint "wr_ptr[0]" \
    critPathLaunchType "flip-flop" \
    cts_tree "done" \
    placed_cells 279 \
]
-- final timing paths --
check | end | slack [ns] | depth (start not counted)
setup / recovery | empty | 0.50 | 1
hold / removal | wr_ptr[2] | 0.49 | 1
setup reg to reg | mem[0][7] | 0.76 | 3
hold reg to reg | wr_ptr[2] | 0.49 | 1
max in group asynchronous | empty | 1.36 | 2
min in group asynchronous | wr_ptr[0] | 0.59 | 2
-- cell usage in the layout, fill, tap and decap left out, drive strengths merged --
cell,instances
nand3b,8
o21ai,10
nor3,1
clkinv,2
xor2,5
dfstp,1
ha,8
a22oi,8
bufinv,1
and3,4
dfrtp,15
nand2,12
xnor2,2
clkdlybuf4s50,21
clkbuf,5
nor2b,1
inv,4
a31oi,8
edfxtp,32
buf,2
nor2,1
-- final cells by class --
| type | instances | area, um^2 | share of cell area [%] |
|---|---|---|---|
| clock buffer | 5 | 68.8 | 2.90 |
| clock inverter | 3 | 47.5 | 2.01 |
| inverter | 4 | 15.0 | 0.634 |
| multi-input combinational | 68 | 480 | 20.3 |
| sequential | 48 | 1360 | 57.5 |
| tap | 136 | 170 | 7.18 |
| timing repair buffer | 23 | 225 | 9.50 |
-- worst register-to-register path: stages (launching register included) --
cell	delay [ns]
dfrtp_1	0.45
inv_1	0.10
ha_1	0.14
and3_1	0.40
-- where the power goes --
| part | internal (uW) | switching [uW] |
|---|---|---|
| Clock | 342 | 292 |
| Sequential | 1180 | 142 |
| Combinational | 386 | 374 |
| Total | 1910 | 807 |
-- per-layer routing --
layer	part of all wire [%]	vias to the layer above
met1	45	517
met2	46	31
li1	-	509
met4	1.6	0
met5	0	-
met3	7.9	4
-- cells by family after synthesis --
group | share of synthesized area (%)
compound gates | 8.71
fa+ha+maj | 5.24
flops | 71.3
buf+inv | 3.54
xor+xnor | 3.21
simple gates | 7.99
-- stage by stage --
stage                     instance area [um^2]  total power (uW)
after floorplan                           1910              1770
after global placement                    2250              2110
after detailed placement                  2250              2120
after CTS                                 2370              2760
after global routing                      2370              2890
final                                     2370              2710
-- cell usage after synthesis --
| cell type | n | share of area (%) |
|---|---|---|
| edfxtp_1 | 32 | 50 |
| dfrtp_1 | 15 | 20 |
| nand2_1 | 12 | 2.4 |
| a22oi_1 | 8 | 3.1 |
| ha_1 | 8 | 5.2 |
| nand3b_1 | 8 | 3.1 |
| o21ai_1 | 8 | 2.1 |
| a31oi_1 | 7 | 2.3 |
| xor2_1 | 5 | 2.3 |
| and3_1 | 4 | 1.3 |
| inv_1 | 4 | 0.79 |
| buf_2 | 2 | 0.52 |
| buf_4 | 2 | 0.79 |
| buf_6 | 2 | 1.2 |
| o21ai_0 | 2 | 0.52 |
| xnor2_1 | 2 | 0.92 |
| a31oi_2 | 1 | 0.65 |
| clkbuf_2 | 1 | 0.26 |
| dfstp_2 | 1 | 1.4 |
| nor2_1 | 1 | 0.20 |
| nor2b_4 | 1 | 0.72 |
| nor3_1 | 1 | 0.26 |
-- registers in the layout, summed over array words and instances (netlist names) --
signal / count
wr_ptr: 3
empty: 1
rd_ptr: 3
data_out: 8
full: 1
mem: 32
Power is estimated from default activity; no workload was simulated.
